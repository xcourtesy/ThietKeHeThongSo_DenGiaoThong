$ cat ./run.sh
#!/bin/bash
# OpenROAD 26Q1-2900-gdf79404cd8, Yosys 0.63+post, stock flow scripts
make -C /OpenROAD-flow-scripts/flow DESIGN_CONFIG=/design/flow/config.mk WORK_HOME=/design/flow/orfs finish
$ cat ./config.mk
export PLATFORM = sky130hd
export DESIGN_NAME = DenGiaoThong
export DESIGN_NICKNAME = DenGiaoThong
export VERILOG_FILES = /design/flow/design.v
export SDC_FILE = /design/flow/constraint.sdc
export NUM_CORES = 4
export LEC_CHECK = 1
export CORE_AREA = 10 10 109 109
export DIE_AREA = 0 0 119 119
$ cat ./constraint.sdc
current_design DenGiaoThong

set clk_period 7.5
set clk_io_pct 0.2

create_clock -name clk0 -period $clk_period [get_ports {clock}]

set non_clock_inputs [all_inputs -no_clocks]
set_input_delay [expr $clk_period * $clk_io_pct] -clock clk0 $non_clock_inputs
set_output_delay [expr $clk_period * $clk_io_pct] -clock clk0 [all_outputs]
$ cat ./design.v
module Controller
(
clock,				 
reset,				 
ledSingle,			 
controlLed7Seg1,	 
controlLed7Seg0		 
);
input clock, reset;
output reg [2:0] ledSingle;
output reg [3:0] controlLed7Seg1,controlLed7Seg0;
parameter GreenTime 	= 40;
parameter YellowTime 	= 10;
parameter RedTime 	= 50;
parameter GreenState 	= 2'b00;
parameter YellowState 	= 2'b01;
parameter RedState 	= 2'b10;
reg [1:0] currentState, nextState;
initial
begin
currentState = GreenState;
nextState = YellowState;
controlLed7Seg1 <= GreenTime / 10;
controlLed7Seg0 <= GreenTime % 10;
end
always @ (negedge clock or posedge reset)
begin
	if(reset)
		begin
			currentState = GreenState;
			controlLed7Seg1 <= GreenTime / 10;
			controlLed7Seg0 <= GreenTime % 10;
		end
	else
		if( controlLed7Seg1 == 0 && controlLed7Seg0 == 0)
			begin
				currentState <= nextState;
			end
		else
			begin
			if (controlLed7Seg0 == 0)
				begin
					controlLed7Seg1 = controlLed7Seg1 - 1;
					controlLed7Seg0 = 9;
				end
			else
				controlLed7Seg0 = controlLed7Seg0 - 1;
			end
end
always @ (currentState)
begin
		case(currentState)
			GreenState: 
				begin 
					nextState = YellowState;
					controlLed7Seg1 = GreenTime / 10;
					controlLed7Seg0 = GreenTime % 10;
				end
			YellowState: 
				begin 
					nextState = RedState;
					controlLed7Seg1 = YellowTime / 10;
					controlLed7Seg0 = YellowTime % 10;
				end
			RedState: 
				begin 
					nextState = GreenState; 
					controlLed7Seg1 = RedTime / 10;
					controlLed7Seg0 = RedTime % 10;
				end
		endcase
end
always @ (currentState)
begin
	case(currentState)
		GreenState: ledSingle 	= 3'b100;
		YellowState: ledSingle	= 3'b010;
		RedState: ledSingle	= 3'b001;
	endcase
end
endmodule
module DenGiaoThong
(
clock, 		 
reset, 		 
ledRed, 	 
ledGreen,
ledYellow,
led7Seg1, 	 
led7Seg0	 
);
input clock, reset;
output ledRed,ledGreen,ledYellow;
output [6:0] led7Seg1,led7Seg0;
wire [6:0] led7Seg1,led7Seg0;
wire clock1hz;
wire [3:0] controlLed7Seg1, controlLed7Seg0;
wire [2:0] ledSingle;
DivisionFrequency T1
(
.clockIn			(clock),
.clockOut			(clock1hz)
);
Controller T2
(
.clock				(clock1hz),
.reset				(reset),
.ledSingle			(ledSingle),
.controlLed7Seg1		(controlLed7Seg1),
.controlLed7Seg0		(controlLed7Seg0)
);
Display T3
(
.ledSingle			(ledSingle),
.controlLed7Seg1		(controlLed7Seg1),
.controlLed7Seg0		(controlLed7Seg0),
.ledRed				(ledRed),
.ledGreen			(ledGreen),
.ledYellow			(ledYellow),
.led7Seg1			(led7Seg1),
.led7Seg0			(led7Seg0)
);
endmodule
module Display
(
ledSingle,			 
controlLed7Seg1,	 
controlLed7Seg0,	 
ledRed,				 
ledGreen,			 
ledYellow,			 
led7Seg1,			 
led7Seg0			 
);
input [2:0] ledSingle;
input [3:0] controlLed7Seg1,controlLed7Seg0;
output ledRed,ledGreen,ledYellow;
output reg [6:0] led7Seg1,led7Seg0;
parameter 	  num0 = 7'b1111110,  
		  num1 = 7'b0110000,  
		  num2 = 7'b1101101,  
		  num3 = 7'b1111001,  
		  num4 = 7'b0110011,  
		  num5 = 7'b1011011,  
		  num6 = 7'b0111111,  
		  num7 = 7'b1110000,  
		  num8 = 7'b1111111,  
		  num9 = 7'b1111011;  
assign ledGreen 	= ledSingle[2];
assign ledYellow 	= ledSingle[1];
assign ledRed 		= ledSingle[0];
always @ (controlLed7Seg1)
begin
		case(controlLed7Seg1)
			4'b0000 : led7Seg1 = num0;
			4'b0001 : led7Seg1 = num1;
			4'b0010 : led7Seg1 = num2;
			4'b0011 : led7Seg1 = num3;
			4'b0100 : led7Seg1 = num4;
			4'b0101 : led7Seg1 = num5;
			4'b0110 : led7Seg1 = num6;
			4'b0111 : led7Seg1 = num7;
			4'b1000 : led7Seg1 = num8;
			4'b1001 : led7Seg1 = num9;
			default : led7Seg1 = num0;
		endcase
end
always @ (controlLed7Seg0)
begin
		case(controlLed7Seg0)
			4'b0000 : led7Seg0 = num0;
			4'b0001 : led7Seg0 = num1;
			4'b0010 : led7Seg0 = num2;
			4'b0011 : led7Seg0 = num3;
			4'b0100 : led7Seg0 = num4;
			4'b0101 : led7Seg0 = num5;
			4'b0110 : led7Seg0 = num6;
			4'b0111 : led7Seg0 = num7;
			4'b1000 : led7Seg0 = num8;
			4'b1001 : led7Seg0 = num9;
			default : led7Seg0 = num0;
		endcase
end
endmodule
module DivisionFrequency
(
clockIn,		 
clockOut		 
);
input clockIn;
output clockOut;
reg clockOut;
parameter scale = 4;
integer threshold = scale/2;
integer i = 0;
initial
clockOut = 0;
always @ (negedge clockIn )
begin
	if(i == threshold-1)
	begin
		clockOut <= !clockOut;
		i <= 0;
	end
	else
	i <= i + 1;
end
endmodule
==> impl_metrics.csv <==
group,metric,value,unit
logic_synthesis,xor_area_frac,0.149,
logic_synthesis,compound_area_frac,0.00548,
run_status,failed_stage,"synthesis",
logic_synthesis,top_logic_kind,"simple AND/OR/NAND/NOR gates",
logic_synthesis,synthAdderAreaFrac,0.0617,
logic_synthesis,synth_cell_type_count,26,
logic_synthesis,synth_flops,44,
logic_synthesis,synth_stat.cells,180,
run_status,firstError,"ERROR: Found 2 problems in 'check -assert'.",
logic_synthesis,ys_chip_area,1830,um2
run_status,outcome,"stopped before the end",
logic_synthesis,yosys_warnings,3,
logic_synthesis,synth.area.mux_share,0.00548,
logic_synthesis,ys_sh_simple,0.218,
## synthesized netlist by cell type
cell	number	area, um2
conb_1	2	7.51
dfstp_2	1	26.3
nor3_1	3	15.0
nand2_1	10	37.5
xnor2_1	26	228
ha_1	9	113
o21ai_0	2	10.0
mux2i_1	1	10.0
xor2_1	5	43.8
dfxtp_1	32	641
nand3_2	2	20.0
nand4_1	13	81.3
dfrtn_1	3	75.1
buf_4	11	82.6
nor4_1	6	37.5
and3_1	3	18.8
inv_1	14	52.6
and2_1	2	12.5
nand3_1	10	50.1
edfxtp_1	1	30.0
and4_1	5	43.8
clkbuf_1	1	3.75
dlxtn_1	7	105
nor4b_1	1	8.76
nor4_4	2	42.5
nor2_1	8	30.0
## logic make-up after synthesis
group           Yosys count
other cells               2
mux                       1
simple gates             65
latches                   7
buf+inv                  26
xor+xnor                 31
fa+ha+maj                 9
compound gates            2
flops                    37
